--- flow/config.mk ---
export PLATFORM = sky130hd
export DESIGN_NAME = scoring_mechanism_DFF
export DESIGN_NICKNAME = scoring_mechanism_DFF
export VERILOG_FILES = /design/flow/design.v
export SDC_FILE = /design/flow/constraint.sdc
export NUM_CORES = 4
export LEC_CHECK = 1
export CORE_UTILIZATION = 30
--- flow/constraint.sdc ---
current_design scoring_mechanism_DFF

set clk_period 4.4
set clk_io_pct 0.2

create_clock -name clk0 -period $clk_period [get_ports {clock}]

set non_clock_inputs [all_inputs -no_clocks]
set_input_delay [expr $clk_period * $clk_io_pct] -clock clk0 $non_clock_inputs
set_output_delay [expr $clk_period * $clk_io_pct] -clock clk0 [all_outputs]
--- flow/design.v ---
module my_dff(clk, rst, d, q);
    input clk;
    input rst;
    input d;
    output reg q;
    always @(posedge clk or posedge rst) begin
        if (rst)
            q <= 1'b0;
        else
            q <= d;
    end
endmodule
module edge_detector(clk, rst, signal_in, pulse_out);
	 input clk, rst, signal_in;
	 output pulse_out;
    reg prev;
    always @(posedge clk or posedge rst) begin
        if (rst)
            prev <= 0;
        else
            prev <= signal_in;
    end
    assign pulse_out = signal_in & ~prev;
endmodule
module scoring_mechanism_DFF(touchdown, extraPoint, twoPointConversion, fieldGoal, safety, manual_possession, clock, reset, possession, score1tens, score1ones, score2tens, score2ones);
    input touchdown, extraPoint, twoPointConversion, fieldGoal, safety, manual_possession, reset, clock;
    output reg possession;
    output [3:0] score1tens;
    output [3:0] score1ones;
    output [3:0] score2tens;
    output [3:0] score2ones;
    wire [6:0] score1;
    wire [6:0] score2;
    reg [6:0] score1_next;
    reg [6:0] score2_next;
    wire touchdown_edge, extraPoint_edge, twoPointConversion_edge, fieldGoal_edge, safety_edge, manual_possession_edge;
    reg waiting_for_conversion;
    edge_detector ed1(clock, reset, touchdown, touchdown_edge);
    edge_detector ed2(clock, reset, extraPoint, extraPoint_edge);
    edge_detector ed3(clock, reset, twoPointConversion, twoPointConversion_edge);
    edge_detector ed4(clock, reset, fieldGoal, fieldGoal_edge);
    edge_detector ed5(clock, reset, safety, safety_edge);
    edge_detector ed6(clock, reset, manual_possession, manual_possession_edge);
    genvar i;
    generate
        for (i = 0; i < 7; i = i + 1) begin: score1_dffs
            my_dff d1(clock, reset, score1_next[i], score1[i]);
        end
        for (i = 0; i < 7; i = i + 1) begin: score2_dffs
            my_dff d2(clock, reset, score2_next[i], score2[i]);
        end
    endgenerate
    always @(*) begin
        score1_next = score1;
        score2_next = score2;
        if (touchdown_edge) begin
            if (possession)
                score2_next = score2 + 6;
            else
                score1_next = score1 + 6;
        end else if (extraPoint_edge) begin
            if (possession)
                score2_next = score2 + 1;
            else
                score1_next = score1 + 1;
        end else if (twoPointConversion_edge) begin
            if (possession)
                score2_next = score2 + 2;
            else
                score1_next = score1 + 2;
        end else if (fieldGoal_edge && !waiting_for_conversion) begin
            if (possession)
                score2_next = score2 + 3;
            else
                score1_next = score1 + 3;
        end else if (safety_edge && !waiting_for_conversion) begin
            if (possession)
                score2_next = score2 + 2;
            else
                score1_next = score1 + 2;
        end
    end
    always @(posedge clock or posedge reset) begin
        if (reset) begin
            possession <= 1'b0;
            waiting_for_conversion <= 0;
        end else begin
            if (manual_possession_edge)
                possession <= ~possession;
            else if ((extraPoint_edge || twoPointConversion_edge) && waiting_for_conversion) begin
                possession <= ~possession;
                waiting_for_conversion <= 0;
            end else if ((fieldGoal_edge || safety_edge) && !waiting_for_conversion)
                possession <= ~possession;
            if (touchdown_edge)
                waiting_for_conversion <= 1;
        end
    end
    assign score1tens = score1 / 10;
    assign score1ones = score1 % 10;
    assign score2tens = score2 / 10;
    assign score2ones = score2 % 10;
endmodule
--- flow/run.sh ---
#!/bin/bash
# OpenROAD 26Q1-2900-gdf79404cd8, Yosys 0.63+post, stock flow scripts
make -C /OpenROAD-flow-scripts/flow DESIGN_CONFIG=/design/flow/config.mk WORK_HOME=/design/flow/orfs finish
==> out/metrics.yaml <==
grtUsageMet1: 0.213
gp_congestion: 0.917
warnings: 36
via_count: 2629
wl_per_cell_um: 13.4
grt_first_pass_wirelength_mm: 11.1
place_area_sq_um: 3080
grt_pass1_vias: 2294
grt_start_max_net_pins: 23
synthXorXnorAreaFrac: 0.0618
max-cap-violations: 0
synth_area_per_cell_sq_um: 7.54
ys_area_sq_um: 2690
die_w_um: 96.7
routed_wl_mm: 6.60
p_clk_frac: 0.057
p_sw_w: 0.00150
logic_family: "AND-OR/OR-AND gates"
die_height_um: 96.7
netlist_area_sq_um: 2690
ir_worst_vdd_uv: 271
antenna_found_initial: 0
first_pass_iters: 4
startpoint_type: "flop"
grtUsageTotal: 0.140
boundaryPins: 25
seq_power_share: 0.117
p_leak_nw: 1.35
grt.busiest_layer: "met2"
synthArstFlopShare: 1.00
antenna_cells: 0
vias_per_cell: 5.33
post-place-ws_ps: 223
met2_usage: 0.224
cellPowerDensity_nw_per_um2: 1000
route.detailed.drc: 0
fp_util: 0.309
synth_stat.cells: 357
cts_root_buf: "clkbuf_8"
criticalPathCategory: "reg -> out"
ff_type: "dfrtp_1"
clk_pin_slew_ps: 90
clk_latency_ps: 270
cts_sinks: 22
fmax_mhz: 236
yosys_warnings: 3
overflow: 0
switching_share: 0.445
met3_usage: 0.0191
fillers: 834
ys_sh_mux: 0.0200
clk_path_buf_depth: 2
drv_slew: 0
skew_ps: 7.67
ys.flops: 22
ctsHoldBuffers: 0
drive_gt1_frac: 0.174
finalSetupViolations: 0
required_ps: 3520
edf_count: 0
cts_buffers: 3
portBuffers: 24
stdcell_area_sq_um: 3380
min_path_type: "reg -> reg"
post-route-min-period_ps: 4230
outcome: "completed"
synth-seq-area-share: 0.205
ys_sh_simple: 0.258
core_region_area_sq_um: 8720
synth_cell_type_count: 70
critical_path_peak_fanout: 5
drt_iter0_drc: 166
cts_max_level: 1
final_core_util: 0.387
die_area_sq_um: 9350
dp_cells: 481
worstPathArrival_ps: 3350
synth_cells: 357
drtAntennaViolNets: 0
synthToLayoutAreaGrowth_pct: 25.5
cts_tree: "built"
ys_sh_adder: 0.0818
hold_viol_final: 0
maxSlewHeadroom: 0.612
hpwl_mm: 4.80
power.internal_w: 0.00187
finalCritPeriodShare: 0.961
instances_no_fill: 493
synthAoiAreaFrac: 0.300
timing.final.ws_setup_ps: 170
rows: 34
combPwrFrac: 0.826
worst_setup_path_end_kind: "output pin"
tightest_slew_ps: 576
[area by class of cell]
class                           count  area [sq um]  area share
Clock buffer                        3          41.3      0.0122
Clock inverter                      1          30.0     0.00889
Inverter                           19          71.3      0.0211
Multi-Input combinational cell    289          2100       0.622
Sequential cell                    22           552       0.163
Tap cell                          108           135      0.0400
Timing Repair Buffer               51           448       0.133
[sequential cells by signal (all words and copies together), names as in the netlist]
register                flops
ed5.prev                    1
waiting_for_conversion      1
ed1.prev                    1
possession                  1
ed6.prev                    1
score1_dffs.d1.q            7
ed2.prev                    1
ed3.prev                    1
ed4.prev                    1
score2_dffs.d2.q            7
[through the flow]
step	TNS (ps)	total power (W)	hold WS (ps)
after global routing	-43.8	0.00371	598
after CTS	-2.36	0.00311	543
final	0	0.00338	541
after detailed placement	0	0.00280	521
after global placement	0	0.00280	505
after floorplan	0	0.00200	476
[path summary, 6_finish.rpt]
kind	from	to	slack (ps)	depth (start not counted)
worst max-delay path	score2_dffs[4].d2.q	score2ones[2]	170	13
worst min-delay path	waiting_for_conversion	waiting_for_conversion	540	2
worst max register to register	waiting_for_conversion	score2_dffs[5].d2.q	1990	8
worst min register to register	waiting_for_conversion	waiting_for_conversion	540	2
max in group asynchronous	reset	score2_dffs[3].d2.q	3210	3
min in group asynchronous	reset	score2_dffs[0].d2.q	950	3
[power groups by stage]
stage	clock network [W]	registers, W	logic, W
6_report	0.000194	0.000395	0.00279
5_1_grt	0.000205	0.000412	0.00310
4_1_cts	0.000196	0.000388	0.00253
[cells by family after synthesis]
family,Yosys count
AOI/OAI and AO/OA,112
xor gates and xnor gates,19
adders and majority gates,18
buffers and inverters,46
DFF,22
muxes,5
and+or+nand+nor,135
[per-layer routing]
metal  vias up  routed length, um
li1       1350                  -
met1      1220               3220
met2        51               3100
met3         8                221
met4         0                 59
met5         -                  0
[cells in the final DEF, fill, tap and decap left out, drive strengths merged, types with 4 or more instances in the layout]
| master | instances |
|---|---|
| nand2 | 34 |
| buf | 27 |
| nor2 | 27 |
| o21ai | 26 |
| clkdlybuf4s50 | 22 |
| dfrtp | 22 |
| a21oi | 20 |
| inv | 18 |
| xnor2 | 16 |
| ha | 16 |
| nor3 | 12 |
| nand2b | 11 |
| nand3 | 10 |
| nor2b | 8 |
| o211ai | 8 |
| or2 | 7 |
| and3 | 5 |
| a221oi | 5 |
| a2111oi | 5 |
| a21boi | 4 |
| nand4 | 4 |
| a22o | 4 |
| and2 | 4 |
[worst max-delay path, stage by stage (launching register included)]
cell and delay, ps:
dfrtp_1 380, or2_4 260, ha_4 270, and2b_4 200, a22o_1 230, a221oi_4 320, buf_4 160, nand3_1 60
o211ai_1 220, and2_4 250, inv_1 50, nand2_1 70, xnor2_1 110, clkdlybuf4s50_1 490
[cell usage after synthesis (all sizes together), types with 7 or more instances]
master,count,area [sq um]
clkbuf,15,56.3
dfrtp,22,551
nor2,27,101
nand3,10,50.1
a21oi,20,100
inv,18,67.6
ha,16,200
xnor2,16,140
or2,7,43.8
nor2b,8,50.1
nand2b,11,68.8
buf,12,71.3
o21ai,26,138
nor3,12,60.1
nand2,34,128
o211ai,8,60.1
[repair_timing]
action	in CTS	in global routing
setup buffers	0	8
pin swaps	1	13
setup endpoints to repair	4	6
cloned	0	0
gates resized	8	23
Power and IR drop assume default switching activity.
