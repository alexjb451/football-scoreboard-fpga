==> ./design.v <==
module scoring_mechanism(touchdown, extraPoint, twoPointConversion, fieldGoal, safety, clock, reset, possession, score1tens, score1ones, score2tens, score2ones);
    input touchdown, extraPoint, twoPointConversion, fieldGoal, safety, reset, clock;
    output reg possession;
	 output [3:0] score1tens;
	 output [3:0] score1ones;
	 output [3:0] score2tens;
	 output [3:0] score2ones;
	 reg [6:0] score1;
	 reg [6:0] score2;
	 assign score1tens = score1 / 10;
	 assign score1ones = score1 % 10;
	 assign score2tens = score2 / 10;
	 assign score2ones = score2 % 10;
    always @(posedge clock or posedge reset) begin
        if (reset) begin
            score1 = 0;
            score2 = 0;
            possession = 1'b0;
        end else begin
            if (touchdown) begin
                if (possession)
                    score2 = score2 + 6;
                else
                    score1 = score1 + 6;
            end else if (extraPoint) begin
                if (possession)
                    score2 = score2 + 1;
                else
                    score1 = score1 + 1;
                possession = ~possession;
            end else if (twoPointConversion) begin
                if (possession)
                    score2 = score2 + 2;
                else
                    score1 = score1 + 2;
                possession = ~possession;
            end else if (fieldGoal) begin
                if (possession)
                    score2 = score2 + 3;
                else
                    score1 = score1 + 3;
                possession = ~possession;
            end else if (safety) begin
                if (possession)
                    score2 = score2 + 2;
                else
                    score1 = score1 + 2;
                possession = ~possession;
            end
        end
    end
endmodule
==> ./run.sh <==
#!/bin/bash
# OpenROAD 26Q1-2900-gdf79404cd8, Yosys 0.63+post, stock flow scripts
make -C /OpenROAD-flow-scripts/flow DESIGN_CONFIG=/design/flow/config.mk WORK_HOME=/design/flow/orfs finish
==> ./config.mk <==
export PLATFORM = sky130hd
export DESIGN_NAME = scoring_mechanism
export DESIGN_NICKNAME = scoring_mechanism
export VERILOG_FILES = /design/flow/design.v
export SDC_FILE = /design/flow/constraint.sdc
export NUM_CORES = 4
export LEC_CHECK = 1
export CORE_UTILIZATION = 30
==> ./constraint.sdc <==
current_design scoring_mechanism

set clk_period 3.6
set clk_io_pct 0.2

create_clock -name clk0 -period $clk_period [get_ports {clock}]

set non_clock_inputs [all_inputs -no_clocks]
set_input_delay [expr $clk_period * $clk_io_pct] -clock clk0 $non_clock_inputs
set_output_delay [expr $clk_period * $clk_io_pct] -clock clk0 [all_outputs]
==> ci_impl_report.md <==
## Implementation flow summary

| Metric | Value |
|---|---|
| First-pass GRT wire length | `11.6 mm` |
| Area delta synth->final | `41.8%` |
| Die area | `8750 µm²` |
| Most frequent logic cell in the layout | `buf_4` |
| Tool warnings | `37` |
| Top FF cell, synth | `dfrtp_1` |
| Worst Tran Pin Value | `636 ps` |
| Crit path max fanout | `4` |
| Via count | `2714` |
| Post-route ant nets | `0` |
| Post-Layout Cell Count | `516` |
| Synth Area per Inst | `7.40 µm²` |
| CTS Hold Bufs | `0` |
| Yosys aoi share | `36.1%` |
| Synthesized cell area | `2510 µm²` |
| First drt pass iteration count | `5` |
| Clk slew on worst S/H paths | `70 ps` |
| Top delay family on crit path | `AND-OR/OR-AND gates` |
| Setup crit end kind | `primary output` |
| Cells after synthesis | `340` |
| Fp util | `30.8%` |
| Cell count in the Yosys report | `340` |
| Largest logic family | `AND-OR/OR-AND gates` |
| Placed cell count | `498` |
| Seq share, synth | `14.9%` |
| Basic Gates by Area | `21.9%` |
| Worst endpoint required time | `2880 ps` |
| Finished Cell Area | `3570 µm²` |
| Synthesis area per yosys | `2510 µm²` |
| Worst-case clock buffer depth | `2` |
| Num Clock Sinks | `15` |
| Slew Limit Fails | `0` |
| Reg-to-reg startpoint | `score2[1]` |
| Post-Synth Adder-Cell Area | `9.15%` |
| Antenna diodes | `0` |
| Cell Rows | `33` |
| Die Span Y | `93.6 µm` |
| Critical Path Start Type | `flop` |
| Slew margin rel. | `57.5%` |
| Distinct cells, synth | `72` |
| Latency at later pin | `250 ps` |
| Tmin final | `3710 ps` |
| Failing checks | `setup timing` |
| HP Class | `flop to flop` |
| TritonCTS clock tree | `done` |
| Worst path cell trace | `nor2_4 -> inv_2 -> ha_4 -> nand2b_4 -> o21ai_4 -> o31ai_4 -> buf_4 -> a221o_2 -> a31o_1 -> a311oi_4 -> buf_4 -> o21ai_2 -> a22o_1 -> buf_2` |
| Antenna violations before repair | `0` |
| Fin util | `43.6%` |
| GR Util All Layers | `16.3%` |
| Crit-path most repeated cell | `buf_4` |
| DRC viols | `0` |
| Hold_sp | `score2[0]` |
| Initial DRC count | `146` |
| WP data arrival | `2990 ps` |
| Final worst path period share | `103%` |
| Status | `finished, violations left` |
| H-tree depth | `1` |
| Mux area share | `2.09%` |
| Drt wl/cell | `13.6 µm` |
| Core ar. | `8180 µm²` |
| IO Count | `24` |
| XOR/XNOR Fraction of Synth Area | `6.92%` |
| Chip width | `93.6 µm` |
| WS Path Type | `flop to primary output` |
| Post-route setup slack | `-108 ps` |
| Largest net degree at the start of global routing | `23` |
| Root buf cell | `clkbuf_8` |
| Grt total ovfl | `0` |
| EDFF count, synth | `0` |
| Synth flops | `15` |
| Worst path buffer plus inverter count | `4` |
| Critical-path top delay cell | `dfrtp_1` |
| Vias per cell | `5.26` |
| IO Port Bufs | `23` |
| Num CTS Buffers | `3` |
| Max incr delay on CP | `410 ps` |
| Number of global-route vias before repair | `2449` |
| Worst clock skew | `10.6 ps` |
| Final setup vio count | `3` |
| Async set or reset register ratio after synthesis | `100%` |
| Crit path launch | `score1[5]` |
| Most numerous logic cells after layout | `buf_4 (63), nand2_1 (30), nor2_1 (19), a21oi_1 (19), o21ai_0 (18)` |
| Yosys warns | `1` |
| DP Area | `3170 µm²` |
| Peak Freq | `270 MHz` |
| Share of cells above drive strength 1 | `32.8%` |
| Final WL | `7.01 mm` |
| Dpl hpwl | `4.93 mm` |
| GP Congestion | `0.877` |
| RSZ-0062 raised after global routing | `yes` |
| Final hold viol count | `0` |
| Max-Cap Viols | `0` |
worst register-to-register path: cells and delay by family, from the launching register on:
family	cells	cell delay (ps)
simple gates	2	270
fa+ha+maj	1	240
xor+xnor	1	150
buf+inv	1	140
compound gates	4	710
flops	1	450
cell usage after synthesis (3+ instances only):
master	count	share of area, %
nand2_1	30	4.5
o21ai_0	24	4.8
a21oi_1	23	4.6
nor2_1	22	3.3
inv_1	18	2.7
ha_1	16	8.0
xnor2_1	16	5.6
dfrtp_1	15	15
clkbuf_1	14	2.1
nor2b_1	13	3.2
a211oi_1	11	3.3
nor3_1	10	2.0
nand3_1	9	1.8
a31oi_1	7	1.7
nand2b_1	6	1.5
a21o_1	5	1.5
buf_2	5	0.99
o22ai_1	5	1.2
a221oi_1	4	1.4
a22o_1	4	1.4
buf_4	4	1.2
nand4_1	4	0.99
buf_6	3	1.3
inv_2	3	0.45
maj3_1	3	1.2
mux2i_1	3	1.2
o211ai_1	3	0.90
o21a_1	3	0.90
path summary, 6_finish.rpt:
| check | end | slack, ps | depth (start not counted) |
|---|---|---|---|
| worst max-delay path | score1ones[2] | -110 | 14 |
| worst min-delay path | score2[0] | 600 | 1 |
| worst max register to register | score2[6] | 1520 | 9 |
| worst min register to register | score2[0] | 600 | 1 |
| max in group asynchronous | score2[1] | 2300 | 2 |
| min in group asynchronous | score1[3] | 850 | 2 |
cells by family (layout without fill, tap and decap cells):
kind of cell,Yosys count,after routing
simple gates,109,109
xor+xnor,19,19
mux,5,5
flops,15,15
buf+inv,48,119
compound gates,125,125
fa+ha+maj,19,19
layout make-up:
| type | count | area, µm² |
|---|---|---|
| tap | 105 | 131 |
| multi-input combinational | 277 | 2150 |
| timing repair buffer | 94 | 785 |
| sequential | 15 | 377 |
| fill | 774 | 4610 |
| clock buffer | 4 | 45.0 |
| inverter | 21 | 78.8 |
state kept, by name (all words and copies together) (netlist names):
register / cells
score2: 7
possession: 1
score1: 7
routing by layer:
| metal | vias up | part of all wire [%] | track usage [%] |
|---|---|---|---|
| li1 | 1391 | - | - |
| met1 | 1242 | 49 | 24.9 |
| met2 | 73 | 47 | 25.9 |
| met3 | 8 | 3.1 | 0.910 |
| met4 | 0 | 1.2 | 2.69 |
| met5 | - | 0 | 0 |
repair_timing:
action                     in CTS  in global routing
setup endpoints to repair       8                  9
pin swaps                      36                 22
buffers inserted                9                  6
resized                        61                 19
stage by stage:
stage                     hold slack, ps  worst slack [ps]  TNS, ps
final                                596              -108     -202
after global placement               581              -257    -1680
after CTS                            592              -166     -564
after detailed placement             579              -256    -1670
after global routing                 619              -217     -656
after floorplan                      510              52.7        0
