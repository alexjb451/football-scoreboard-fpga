<file path="./config.mk">
export PLATFORM = sky130hd
export DESIGN_NAME = game_clock
export DESIGN_NICKNAME = game_clock
export VERILOG_FILES = /design/flow/design.v
export SDC_FILE = /design/flow/constraint.sdc
export NUM_CORES = 4
export LEC_CHECK = 1
export CORE_AREA = 10 10 112 112
export DIE_AREA = 0 0 122 122
</file>
<file path="./constraint.sdc">
current_design game_clock

set clk_period 3.9
set clk_io_pct 0.2

create_clock -name clk0 -period $clk_period [get_ports {toggle}]

set non_clock_inputs [all_inputs -no_clocks]
set_input_delay [expr $clk_period * $clk_io_pct] -clock clk0 $non_clock_inputs
set_output_delay [expr $clk_period * $clk_io_pct] -clock clk0 [all_outputs]
</file>
<file path="./design.v">
module game_clock(toggle, reset, viewToggle, possession, timer, timer2);
    input toggle, reset, possession, viewToggle;
    output reg [6:0] timer;
    output reg [6:0] timer2;
    reg [9:0] counter;
    reg [9:0] game_clock;
    reg prev_possession;
    initial begin
        game_clock = 15;
        counter = 600;
        prev_possession = 1'b0;
    end
    always @(posedge toggle or posedge reset) begin
        if (reset) begin
            game_clock = 15;
            counter = 600;
            prev_possession = 0;
        end else begin
            if (counter > 0)
                counter = counter - 1;
            if (game_clock > 0)
                game_clock = game_clock - 1;
            if (possession && !prev_possession)
                game_clock = 15;
            prev_possession = possession;
        end
    end
    always @(*) begin
        if (viewToggle) begin
            if (reset) begin
                timer = 7'b1000000;
                timer2 = 7'b1111001;
            end else begin
                if (counter == 0)
                    timer = 7'b1000000;
                else if (counter <= 60)
                    timer = 7'b1111001;
                else if (counter <= 120)
                    timer = 7'b0100100;
                else if (counter <= 180)
                    timer = 7'b0110000;
                else if (counter <= 240)
                    timer = 7'b0011001;
                else if (counter <= 300)
                    timer = 7'b0010010;
                else if (counter <= 360)
                    timer = 7'b0000010;
                else if (counter <= 420)
                    timer = 7'b1111000;
                else if (counter <= 480)
                    timer = 7'b0000000;
                else if (counter <= 540)
                    timer = 7'b0011000;
                else if (counter <= 600)
                    timer = 7'b1000000;
                if (counter <= 540)
                    timer2 = 7'b1000000;
                else if (counter <= 600)
                    timer2 = 7'b1111001;
            end
        end else begin
            if (reset) begin
                timer = 7'b0010010;
                timer2 = 7'b1111001;
            end else begin
                if (game_clock == 15 || game_clock == 5)
                    timer = 7'b0010010;
                else if (game_clock == 14 || game_clock == 4)
                    timer = 7'b0011001;
                else if (game_clock == 13 || game_clock == 3)
                    timer = 7'b0110000;
                else if (game_clock == 12 || game_clock == 2)
                    timer = 7'b0100100;
                else if (game_clock == 11 || game_clock == 1)
                    timer = 7'b1111001;
                else if (game_clock == 10 || game_clock == 0)
                    timer = 7'b1000000;
                else if (game_clock == 9)
                    timer = 7'b0011000;
                else if (game_clock == 8)
                    timer = 7'b0000000;
                else if (game_clock == 7)
                    timer = 7'b1111000;
                else if (game_clock == 6)
                    timer = 7'b0000010;
                if (game_clock < 10)
                    timer2 = 7'b1000000;
                else if (game_clock >= 10)
                    timer2 = 7'b1111001;
            end
        end
    end
endmodule
</file>
<file path="./run.sh">
#!/bin/bash
# OpenROAD 26Q1-2900-gdf79404cd8, Yosys 0.63+post, stock flow scripts
make -C /OpenROAD-flow-scripts/flow DESIGN_CONFIG=/design/flow/config.mk WORK_HOME=/design/flow/orfs finish
</file>
==> highlights.md <==
## Run status
* result of the run: complete, no violations

## Critical path
* CP max stage delay: 0.59 ns
* highest fanout seen on the critical path: 9
* Critical path destination: game_clock[7]
* Worst setup EP type: register
* critical path buffer and inverter count: 1
* Worst Path Class, Setup: register to register
* Arr. time, crit path: 2.48 ns
* setup slack of the worst register-to-register path: 1.55 ns
* family with the most delay on the worst path: simple AND/OR/NAND/NOR gates
* CP startpoint: game_clock[0]
* cell at the slowest stage of the critical path: sky130_fd_sc_hd__o41ai_1
* cell-by-cell listing of the critical path: inv_1 -> ha_1 -> or3b_1 -> o41ai_1 -> nor4_1 -> xnor2_1 -> nor2_1
* launch instance of the worst register-to-register path: game_clock[0]
* Required @ worst endpoint: 4.03 ns
* crit path launch type: register
* Worst R2R End: game_clock[7]
* worst reg-to-reg path cell count: 7
* Worst path depth: 7

## Clock network
* insertion delay at the late pin of the worst-skew pair: 0.26 ns
* maximum buffer depth of the clock tree: 2
* post-cts hold buffer count: 0
* Clock transition at path regs: 0.07 ns
* H-Tree Depth: 1
* Post-CTS Repair Setup Buffers: 0
* clk root buf: sky130_fd_sc_hd__clkbuf_8
* cts bufs inserted: 3
* clock tree from TritonCTS: built
* number of cells upsized or downsized after cts: 0

## Global route
* GRT met2 Usage: 8.580%
* GRT Total Usage: 5.735%
* global-route track usage on met3: 0.7512%
* antenna violations before repair: 0
* total global routing overflow: 0
* first-pass GRT wire length: 7396 um
* maximum number of pins on one net before global-route repair: 26
* global routing met1 resource utilization: 8.720%
* global route hottest layer: met1
* number of global-route vias before repair: 1523

## Place
* number of instances in the placed design: 371
* pre-CTS setup slack: 1.548 ns
* HPWL reported at the end of detailed placement: 3148 um
* input/output buffers: 14
* gpl congestion: 0.8933

## Timing
* setup-violating endpoint count in the final report: 0
* Slew headroom: 59.24%
* Clock Skew: 0.001400 ns
* final-report hold violation count: 0
* final sum of negative setup slack: 0 ns
* highest attainable clock frequency: 425.3 MHz
* final critical-path required period: 2.351 ns
* RSZ-0062 raised after global routing: no
* number of unconstrained endpoints: 19
* number of slew-limit violations in the final report: 0
* worst setup slack after layout: 1.549 ns
* number of register pins that no clock reaches: 8
* Least-Margin Pin Slew: 0.6035 ns
* fin crit share: 60.29%

## Floorplan
* Row Count: 37
* die x size: 122 um
* core outline area: 0.01023 sq mm
* height of the chip: 122 um
* share of the core filled by cells before placement: 19.64%
* Ports: 18
* total die size: 0.01488 sq mm

## Route
* DR pass1 iterations: 4
* detail-routed via count per cell: 4.531
* Post-Route WL: 4145 um
* number of DRC violations after detailed routing: 0
* WL per Instance: 11.05 um
* count of antenna diodes in the layout: 0
* number of design-rule violations left by the first detailed-router iteration: 59
* vias after detailed routing: 1699
* DRT antenna net count: 0

## Power and ir drop
* internal power: 0.0005153 W
* Gate power share: 43.0%
* leakage: 0.9148 nW
* switching fraction of total power: 39.49%
* relative contribution of the clock network to total power: 16.4%
* maximum ir drop on the vdd rail: 0.0001083 V
* sequential share of power: 40.7%
* total power of the final layout: 0.0008516 W
* power per unit of standard cell area: 376.9 mW/mm^2
* switching power: 0.0003363 W

## Logic synthesis
* biggest area consumer among synthesized cells: sky130_fd_sc_hd__dfrtp_1
* Avg Cell Area, Syn: 8.269 sq um
* distinct lib cells: 59
* post-synthesis chip area from yosys: 0.002009 sq mm
* Yosys Instances: 243
* async set-or-reset flop fraction in the synthesized netlist: 72.41%
* synthesis-stage register bit count: 29
* post-synth tally of flip-flops with integrated enable: 0
* area of the mapped netlist: 0.002009 sq mm
* synthesized instance count: 243
* area share, top type: 16.19%
* Dominant Register Cell: sky130_fd_sc_hd__dfrtp_1
* Top cells by area: sky130_fd_sc_hd__dfrtp_1 (16%), sky130_fd_sc_hd__dfstp_2 (10%), sky130_fd_sc_hd__dlxtn_1 (6.0%)
* Syn. warnings: 1

## Finish
* top logic cells by instance count in the layout: sky130_fd_sc_hd__nor2_1 (20), sky130_fd_sc_hd__o21ai_0 (16), sky130_fd_sc_hd__nand2_1 (16)
* number of fillers in the final layout: 1103
* fraction of final layout cells with drive strength greater than 1: 13.39%
* area added between synthesis and finish: 12.45%
* most frequent standard cell in the layout excluding fill and tap cells: sky130_fd_sc_hd__nor2_1
* Post-Layout Cell Count: 375

## Worst hold path
* Hold Path Depth: 1
* Hold WC Path Type: register to register

## Job
* max-cap violations: 0
* Log Warnings: 28

[synth_stat cells, drive strengths merged (3+ instances only)]
library cell  instances
o211ai                3
mux2                  5
clkbuf               15
nor2b                 8
nand2                16
o21ai                16
o22ai                 4
nor2                 20
nand3                 6
buf                   9
a21o                  4
and2                  4
dfstp                 8
inv                  10
mux2i                 5
nand2b                4
or3                   4
dlxtn                 8
o31ai                 4
nor4                  4
a21oi                12
xnor2                 3
nor3                 11
dfrtp                13
ha                    5
a31oi                 5
[through the flow]
| stage | util (%) | area [sq um] | hold slack [ns] |
|---|---|---|---|
| 6_report | 22.09 | 2260 | 0.5271 |
| 5_1_grt | 22.09 | 2260 | 0.5564 |
| 4_1_cts | 22.09 | 2260 | 0.5280 |
| 3_5_place_dp | 21.63 | 2213 | 0.5162 |
| 3_3_place_gp | 21.63 | 2213 | 0.5146 |
| 2_1_floorplan | - | 2013 | 0.4880 |
[worst min path at each step]
stage / from / end / slack, ns
after CTS: counter[0] / counter[0] / 0.53
after global routing: counter[0] / counter[0] / 0.56
final: counter[0] / counter[0] / 0.53
[layer usage]
| layer | up-vias | share of wire [%] |
|---|---|---|
| met2 | 36 | 44 |
| met3 | 6 | 5.3 |
| li1 | 864 | - |
| met5 | - | 0 |
| met1 | 793 | 49 |
| met4 | 0 | 1.5 |
[logic make-up (layout without fill, tap and decap cells)]
kind of cell | after synthesis | count (layout) | synth area share [%]
other | 2 | 3 | 0.3737
AND/OR/NAND/NOR | 92 | 92 | 26.21
flip-flops | 21 | 21 | 26.65
adder cells (fa/ha/maj) | 5 | 5 | 3.113
buffers and inverters | 34 | 29 | 7.721
AND-OR/OR-AND | 67 | 67 | 22.91
multiplexers | 10 | 10 | 5.293
latches | 8 | 8 | 5.977
XOR/XNOR | 4 | 4 | 1.744
[registers in the layout, summed over array words and instances, names as in the netlist]
signal,flops
timer,7
prev_possession,1
timer2,1
counter,10
game_clock,10
[final cells by class]
type,count,area [sq um],share of cell area (%)
timing repair buffer,15,147.6,6.534
clock buffer,3,41.29,1.827
sequential,29,655.6,29.01
tap,136,170.2,7.530
inverter,10,37.54,1.661
multi-input combinational,181,1202,53.21
clock inverter,1,5.005,0.2215
[power by group through the flow]
stage / Sequential [W] / Clock, W / Combinational (W)
CTS: 0.000345 / 0.000149 / 0.000367
global route: 0.000359 / 0.000160 / 0.000417
finish: 0.000346 / 0.000139 / 0.000366
Power is estimated from default activity; no workload was simulated.
